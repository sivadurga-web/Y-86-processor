$ cat flow/config.mk
export PLATFORM = sky130hd
export DESIGN_NAME = decode
export DESIGN_NICKNAME = decode
export VERILOG_FILES = /design/flow/design.v
export SDC_FILE = /design/flow/constraint.sdc
export NUM_CORES = 4
export LEC_CHECK = 1
export CORE_UTILIZATION = 50
$ cat flow/constraint.sdc
current_design decode

set clk_period 89.6
set clk_io_pct 0.2

create_clock -name clk0 -period $clk_period [get_ports {clk}]

set non_clock_inputs [all_inputs -no_clocks]
set_input_delay [expr $clk_period * $clk_io_pct] -clock clk0 $non_clock_inputs
set_output_delay [expr $clk_period * $clk_io_pct] -clock clk0 [all_outputs]
$ cat flow/design.v
`timescale 1ns/1ps
module decode(input [144:0] D,input clk, input [3:0] e_dstE, input [63:0] e_valE, input [3:0] M_dstE, input [63:0] M_valE,input [3:0] M_dstM, input [63:0] m_valM,input [3:0] W_dstE, input [63:0] W_valE,input [3:0] W_dstM, input [63:0] W_valM, output [216:0] E);
reg [63:0] reg_file[0:15];  
initial begin 
	reg_file[4] = 0;
	reg_file[2] = 0;
end
reg [216:0] E;
wire [3:0] dstE;
wire [3:0] dstM;
wire [3:0] srcA;
wire [3:0] srcB;
dstElogic dst_E(D,dstE);
dstMlogic dst_M(D,dstM);
srcAlogic src_A(D,srcA);
srcBlogic src_B(D,srcB);
reg [63:0] valA;
reg [63:0] valB;
always @(posedge clk)
begin
	valA = 0;
	valB = 0;
	if(srcA != 15)
		valA =reg_file[srcA];
	if(srcB != 15)
		valB =reg_file[srcB];
	if(srcA !=15)
	begin
		if(D[143:140] == 7 || D[143:140] == 8) valA = D[63:0];
		else if(srcA ==  e_dstE) valA = e_valE;
		else if(srcA == M_dstM) valA = m_valM;
		else if(srcA == M_dstE) valA = M_valE;
		else if(srcA == W_dstM) valA = W_valM;
		else if(srcA == W_dstE) valA =W_valE;
	end
	if(srcB!=15)
	begin
		if(srcB ==  e_dstE) valB = e_valE;
		else if(srcB == M_dstM) valB = m_valM;
		else if(srcB == M_dstE) valB = M_valE;
		else if(srcB == W_dstM) valB = W_valM;
		else if(srcB == W_dstE) valB =W_valE;
	end
	E[216] = D[144];
	E[215:212] = D[143:140];
	E[211:208] = D[139:136];
	E[207:144] = D[127:64];
	E[143:80] = valA;
	E[79:16] = valB;
	E[15:12] = dstE;
	E[11:8] = dstM;
	E[7:4] = srcA;
	E[3:0] = srcB;
end
always @(posedge clk)
begin
	if(W_dstE!=15)
		reg_file[W_dstE] = W_valE; 
	if(W_dstM!=15)
		reg_file[W_dstM] = W_dstM;
end
endmodule
module dstElogic(input [144:0] D,output reg [3:0] dstE);
always @(*)
begin
	if(D[143:140]== 2) dstE = D[131:128];
	else if(D[143:140] == 3 || D[143:140] == 6) dstE = D[131:128];
	else if(D[143:140] == 8 || D[143:140] == 9 || D[143:140] == 10 ||D[143:140] == 11) dstE = 4;
	else dstE = 15;
end
endmodule
module dstMlogic(input [144:0] D,output reg [3:0] dstM);
always @(*)
begin
	if(D[143:140] == 5 || D[143:140] == 11)
		dstM = D[135:132];
	else dstM = 15;
end
endmodule
module srcAlogic(input [144:0] D,output reg [3:0] srcA);
always@(*)
begin
	if(D[143:140] == 2 || D[143:140] == 4 || D[143:140] == 6 || D[143:140] == 10) srcA = D[135:132];
	else if(D[143:140] == 11 || D[143:140] == 9) srcA = 4;
	else
		srcA = 15;
end
endmodule
module srcBlogic(input [144:0] D,output reg [3:0] srcB);
always @(*)
begin
	if(D[143:140] == 4 || D[143:140] == 5 || D[143:140] == 6) srcB = D[131:128];
	else
		srcB = 15;
end
endmodule 
$ cat flow/run.sh
#!/bin/bash
# OpenROAD 26Q1-2900-gdf79404cd8, Yosys 0.63+post, stock flow scripts
make -C /OpenROAD-flow-scripts/flow DESIGN_CONFIG=/design/flow/config.mk WORK_HOME=/design/flow/orfs finish
==> Slide: Implementation Results <==
Run Summary

Layout
  – Layout cells sized above 1: 8.05%
  – Number of inserted filler cells in the final layout: 10,400
  – Signed area change from the synthesized netlist to the final layout: 19.8%
  – Finished Layout Cells: between 9,000 and 10,000

Setup path
  – Critical path fanouts, max: 40
  – Endpoint type of the worst setup path: flip-flop
  – Worst setup SP type: input pin
  – Cell repeated most along the worst path: sky130_fd_sc_hd__buf_4
  – Critical-path cell list: clkdlybuf4s50_1 > and2_2 > buf_4 > nor2_4 > nand3_4 > buf_4 > buf_4 > a21oi_1 > o32a_1 > a221oi_1 > a21oi_1
  – Standard cell with the maximum stage delay on the critical path: sky130_fd_sc_hd__clkdlybuf4s50_1
  – Worst stage delay on the critical path: 780 ps
  – Worst EP arrival: 23,560 ps
  – Crit Path Category: input pin to flip-flop
  – Crit path required time: roughly 90,000 ps

Min path
  – Min-delay worst type: flip-flop to flip-flop

Die
  – Vert. Die Dim: 349 um
  – Number of top-level design ports: 703
  – Core Footprint: 119,000 sq um
  – Chip width: 349 um
  – Rows: 126
  – Total die size: between 100,000 and 150,000 sq um
  – Fp_density: 50.7%

Route
  – Count of antenna-violating nets left after detailed routing: 0
  – Number of optimization iterations in the first detailed-route pass: 7
  – Detailed-route vias per instance: 7.06
  – Number of design-rule violations left by the first detailed-router iteration: 8,327
  – Number of design rule violations left after detail routing: 0
  – Vias post-DR: 68,200
  – Total length of routed wires: roughly 320,000 um
  – Final routed wire length divided by cell count: 32.7 um

Placement
  – Last weighted congestion value of the routability-driven placer: 1.02
  – Placed cells: 9,394
  – Count of input and output buffers: roughly 640
  – Total half-perimeter wirelength after legalization and detailed placement: 184,000 um

Synth
  – Parity-gate share of the synthesized area counting xor and xnor cells: 0.349%
  – Share of synthesized area spent on multiplexers: 6.11%
  – Per-instance average area after synthesis: 7.72 sq um
  – Instance count of the mapped netlist: 7,799
  – Synth unique cells: 73
  – Sequential cell area fraction in the yosys report: 40.1%
  – Proportion of register bits with asynchronous set or reset after synthesis: 0%
  – Basic Gates by Area: a little under a fifth
  – Yosys chip area: 60,200 sq um
  – Warning count from the yosys run: 5
  – Number of synthesized register bits: 1,177
  – Post-synthesis adder-cell area fraction: 0%
  – Number of enable-type register cells in the synthesized netlist: 60
  – Ys flop type: sky130_fd_sc_hd__dfxtp_1
  – Number of standard cells reported by yosys: 7,799
  – Compound-Gate Fraction of Synth Area: 29.0%
  – Netlist area before placement: 60,200 sq um
  – Dominant combinational cell family by area after synthesis: AND-OR/OR-AND gates

Clocking
  – Clock transition at path regs: 60 ps
  – H-tree depth: 4
  – Number of buffers added by the clock tree synthesis step: 137
  – Count of hold-fix buffers inserted at cts: 0
  – Root cell of the clock tree: sky130_fd_sc_hd__clkbuf_16
  – Number of setup buffers added after CTS: 0
  – Post_cts resized: 0
  – CTS Sinks: 1,177
  – Bufs on Longest Clock Path: 3
  – Clk ins delay skew pair: 770 ps
  – TritonCTS clock tree: built

STA
  – Setup repair after global routing missed its margin: false
  – Fin Clk Skew: 22.1 ps
  – Shortest clock period the worst path allows after layout: 23,010 ps
  – Slew @ Worst Pin: 1130 ps
  – Fmax: 43.5 MHz
  – Fin crit share: roughly a quarter
  – Final sum of negative setup slack: 0 ps
  – Final tally of setup violations: 0
  – Worst slew slack as a fraction of its limit: 24.0%
  – Final Hold Violating Endpoints: 0
  – Final-report max-slew violation count: 0

Global routing
  – Total routing resource utilization after global routing: about 53%
  – First-pass GRT wire length: ~450,000 um
  – Number of antenna violations at the first check in global routing: 21
  – Via count of the first global-routing pass: between 60,000 and 70,000
  – Overall overflow remaining after global route: 0
  – Largest net degree at the start of global routing: 105

Power and ir drop
  – Total leakage power: around 26 nW
  – Pwr per Cell Area: between 20 and 25 nW/um^2
  – Largest voltage drop on the vdd net: ~0.022 mV

Job
  – Warning total across the stage logs: 97
  – Number of max-cap violations: 0

Outcome
  – Result of the run: finished clean
-- report_power, final --
group          total, W  switching (W)  internal [W]
combinational  0.000300       0.000179      0.000122
clock          0.000571       0.000235      0.000336
sequential     0.000645      0.0000462      0.000599
-- cells by family (layout without fill, tap and decap cells) --
logic type             Yosys count  after routing
other                            0             17
AND-OR/OR-AND                 2625           2625
multiplexers                   357            357
buffers and inverters          892           1131
flip-flops                    1177           1177
AND/OR/NAND/NOR               2724           2724
XOR/XNOR                        24             24
-- critical path: cells and delay by family --
kind	cells	cell delay, ps
buf+inv	4	2680
compound gates	4	1590
simple gates	3	1220
-- metrics by stage --
step | cell area [sq um] | power [W] | hold WS, ps | utilization (%) | worst slack (ps)
after floorplan | 60200 | 0.000810 | 440 | - | 69380
after global placement | 67600 | 0.000935 | 452 | 56.9 | 66220
after detailed placement | 67600 | 0.000940 | 457 | 56.9 | 66200
after CTS | 72100 | 0.00150 | 464 | 60.7 | 67000
after global routing | 72100 | 0.00156 | 483 | 60.8 | 66690
final | 72100 | 0.00152 | 464 | 60.8 | 66590
-- cell usage after synthesis (all sizes together), types with 60 or more instances --
| library cell | instances | area, sq um |
|---|---|---|
| a211oi | 64 | 485 |
| a21oi | 1217 | 6090 |
| a221o | 128 | 1280 |
| a221oi | 165 | 1450 |
| a31oi | 103 | 644 |
| and2 | 68 | 425 |
| buf | 121 | 568 |
| clkbuf | 755 | 2830 |
| dfxtp | 1117 | 22400 |
| edfxtp | 60 | 1800 |
| mux2 | 77 | 867 |
| mux2i | 279 | 2790 |
| nand2 | 2241 | 8410 |
| nor2 | 99 | 374 |
| o2111ai | 63 | 552 |
| o21ai | 171 | 856 |
| o221ai | 226 | 1980 |
| o22a | 63 | 552 |
| o311ai | 64 | 561 |
| or3 | 65 | 407 |
-- cell usage in the layout, fill, tap and decap left out, types with 33 or more instances in the layout --
cell type / count
sky130_fd_sc_hd__o311ai_0: 64
sky130_fd_sc_hd__and3_1: 45
sky130_fd_sc_hd__clkbuf_1: 40
sky130_fd_sc_hd__edfxtp_1: 60
sky130_fd_sc_hd__or3_1: 64
sky130_fd_sc_hd__o21ai_0: 170
sky130_fd_sc_hd__a21oi_1: 1217
sky130_fd_sc_hd__a221o_1: 128
sky130_fd_sc_hd__nor3_1: 38
sky130_fd_sc_hd__mux2_2: 77
sky130_fd_sc_hd__nand4_1: 37
sky130_fd_sc_hd__nor2_1: 80
sky130_fd_sc_hd__clkdlybuf4s50_1: 637
sky130_fd_sc_hd__mux2i_1: 279
sky130_fd_sc_hd__clkbuf_16: 146
sky130_fd_sc_hd__o22ai_1: 34
sky130_fd_sc_hd__a211oi_1: 63
sky130_fd_sc_hd__o21a_1: 33
sky130_fd_sc_hd__o2111ai_1: 63
sky130_fd_sc_hd__and2_1: 66
sky130_fd_sc_hd__a31oi_1: 103
sky130_fd_sc_hd__a221oi_1: 165
sky130_fd_sc_hd__o22a_1: 63
sky130_fd_sc_hd__o211a_1: 37
sky130_fd_sc_hd__nand2_1: 2223
sky130_fd_sc_hd__dfxtp_1: 1117
sky130_fd_sc_hd__a21o_1: 54
sky130_fd_sc_hd__o221ai_1: 226
sky130_fd_sc_hd__buf_4: 229
-- state kept, by name (all words and copies together) (netlist names) --
register and count:
E 217, reg_file 960
-- final timing paths --
kind / start / to / slack, ps / cells past startpoint
hold reg to reg: reg_file[8][53] / reg_file[8][53] / 460 / 2
hold / removal: reg_file[8][53] / reg_file[8][53] / 460 / 2
setup / recovery: D[141] / E[21] / 66590 / 11
setup reg to reg: reg_file[0][2] / E[18] / 86980 / 6
-- final cells by class --
| class | instances | area, sq um | share of cell area [%] |
|---|---|---|---|
| multi-input combinational | 5730 | 33200 | 46.0 |
| sequential | 1177 | 24200 | 33.5 |
| timing repair buffer | 871 | 8190 | 11.4 |
| clock buffer | 218 | 4240 | 5.87 |
| tap | 1600 | 2000 | 2.77 |
| clock inverter | 26 | 284 | 0.394 |
| inverter | 16 | 71.3 | 0.0989 |
| antenna | 17 | 42.5 | 0.0590 |
-- routing by layer --
metal	part of all wire [%]	track usage, %	wire length [um]
met1	34	64.9	108000
met2	40	70.6	126000
met3	17	29.3	54900
met4	8.3	33.8	26200
met5	0.18	2.80	569
No activity file was given, so power comes from the tool's default toggle rates.
