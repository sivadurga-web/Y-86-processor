File: flow/config.mk
export PLATFORM = sky130hd
export DESIGN_NAME = execute
export DESIGN_NICKNAME = execute
export VERILOG_FILES = /design/flow/design.v
export SDC_FILE = /design/flow/constraint.sdc
export NUM_CORES = 4
export LEC_CHECK = 1
export CORE_UTILIZATION = 30
File: flow/constraint.sdc
current_design execute

set clk_period 9.2
set clk_io_pct 0.2

create_clock -name clk0 -period $clk_period [get_ports {clk}]

set non_clock_inputs [all_inputs -no_clocks]
set_input_delay [expr $clk_period * $clk_io_pct] -clock clk0 $non_clock_inputs
set_output_delay [expr $clk_period * $clk_io_pct] -clock clk0 [all_outputs]
File: flow/design.v
`timescale 1ns/1ps 
module execute(input clk, input [216:0] E, input W_stat, input m_stat, output [63:0] e_valE, output [3:0] e_dstE, output [144:0] M);
reg cnd;
reg [2:0] cc;
initial begin cc = 0;
cnd = 0;
end
reg [63:0] e_valE;
reg [3:0] e_dstE;
reg [144:0] M;
wire [63:0] aluA;
wire [63:0] aluB;
wire [1:0] aluFun;
reg [63:0] valE;
reg [3:0] ifun;
alu_A call1(E,aluA);
alu_B call2(E,aluB);
aluFUN call3(E,aluFun);
always @ (posedge clk)
begin
	if (E[215:212] != 6 && aluFun == 0)
		valE = aluA + aluB;
	else if (E[215:212] == 6)
	begin
		cc = 0;
		if(aluFun == 0)
		begin
			valE = aluA + aluB;
                if(valE == 0)
                        cc[0] = 1;
                if (valE[63]==1)
                        cc[1] =1;
                if( (valE[63]==1 && aluA[63]==0 && aluB[63]==0) || (valE[63]==0 && aluA[63]==1 && aluB[63]==1))
                        cc[2] =1;
                end
		else if (aluFun == 1)
		begin
			valE = aluB+(-aluA);
                if(valE == 0)
                        cc[0] = 1;
                if (valE[63]==1)
                        cc[1] =1;
                if( (valE[63]==1 && aluA[63]==0 && aluB[63]==0) || (valE[63]==0 && aluA[63]==1 && aluB[63]==1))
                        cc[2] =1;
                end
		else if (aluFun == 2)
		begin
			valE = aluB & aluA;
		if (valE ==  0) cc[0] = 1;
		end
		else if (aluFun == 3) 
		begin
			valE = aluB^aluA;
			if(valE == 0) cc[0] =1;
		end
	end
	if(E[215:212] == 7 || E[215:212] == 2)
	begin
        cnd = 0;  
	ifun = E[211:208];
        if(ifun == 1 && (cc[0] == 1 || (cc[1]==1 && cc[2] == 0)))
                cnd = 1;
        else if(ifun == 2 &&  (cc[1]==1 && cc[2] == 0))
                cnd = 1;
        else if(ifun == 3 && (cc[0] == 1 ))
                cnd = 1;
        else if(ifun == 4 && (cc[0] == 0))
                cnd = 1;
        else if(ifun == 5 && (cc[0] == 1 ||(cc[1] == 0 && cc[2] == 0)))
                cnd = 1;
        else if(ifun == 6 && (cc[1] == 0 && cc[2] == 0))
                cnd = 1;
	end
	M[144] = E[216];
	M[143:140] =E[215:212];
	M[139:136] = cnd;
	M[135:72] = valE;
	e_valE  = valE;
	M[71:8] = E[143:80];
	if((E[215:212] == 2 && cnd == 1) || (E[215:212] != 2))
	begin
		e_dstE = E[15:12];
		M[7:4] = E[15:12];
	end
	else
	begin
		e_dstE = 15;
		M[7:4] = 15;
	end
	M[3:0] = E[11:8];
end
endmodule
module alu_A(input [216:0] E, output reg [63:0] aluA);
reg [3:0] icode;
always@(*)
begin
	icode = E[215:212];
	if(icode == 2 || icode == 6) aluA = E[143:80];
	if(icode == 3 || icode  == 4 || icode == 5) aluA = E[207:144];
	if(icode == 8 || icode == 10) aluA = 8;
	if(icode == 9 || icode == 11) aluA = -8;
end
endmodule
module alu_B(input [216:0] E,output reg[63:0] aluB);
reg [3:0]  icode;
always@ (*)
begin
	icode = E[215:212];
	if(icode == 4 || icode == 5 || icode == 6 || icode  == 8 || icode == 10 || icode == 11 || icode == 9) aluB = E[79:16];
	if(icode == 2 || icode == 3) aluB = 0;
end
endmodule
module aluFUN(input [216:0] E, output reg [1:0] alufun);
always @(*)
begin
	if(E[215:212] == 6) alufun = E[211:208];
	else alufun = 0;
end
endmodule
File: flow/run.sh
#!/bin/bash
# OpenROAD 26Q1-2900-gdf79404cd8, Yosys 0.63+post, stock flow scripts
make -C /OpenROAD-flow-scripts/flow DESIGN_CONFIG=/design/flow/config.mk WORK_HOME=/design/flow/orfs finish
==> metrics.yaml <==
status:
  outcome: "complete, no violations"
logic_synthesis:
  async_flop_share: 0
  ys.flop_type: "dlxtn_1"
  topCellsByArea: "edfxtp_1 9.5%, dlxtn_1 9.5%, dfxtp_1 8.1%"
  yosysTopAreaCell: "edfxtp_1"
  syn_inst: 2711
  syn_area_sq_um: 20170
  synth_flops: 274
  yosysWarnings: 4
  avgSynthCellArea_sq_um: 7.440
  yosysCellCount: 2711
  synth.distinct_cells: 91
  netlist.area_leader.share: 0.09528
  yosys_area_sq_um: 20170
  edf_count: 64
timing:
  min_period_ns: 5.774
  final-hold-violation-count: 0
  fin_skew_ns: 0.007128
  fin_ws_ns: 3.426
  report.final.slew_viol_count: 0
  unclocked_pins: 128
  setup_viol: 0
  untimed_endpoints: 128
  rsz0062_at_grt: "false"
  relSlewSlack: 0.2868
  period_used_share: 0.6277
  worst_pin_slew_ns: 1.070
  clock.fmax_ghz: 0.1732
  setup_tns_ns: 0
drt:
  antenna_left: 0
  drt_wl_total_mm: 104.4
  dr.pass1.iters: 22
  drc: 0
  drt_iter0_drc: 2277
  post_drt_wl_per_cell_um: 26.76
  viasPerCell: 5.781
  vias: 22556
finish:
  mostFrequentLayoutCells: "417 x clkdlybuf4s50_1, 316 x nand2_1, 247 x a21oi_1"
  drive_gt1_frac: 0.04577
  final_common_cell: "clkdlybuf4s50_1"
  area_delta_synth_final_pct: 26.31
  stdcell_area_sq_um: 25480
global_routing:
  grt_util_met3: 0.07111
  grt_usage: 0.3076
  grt_first_pass_wirelength_mm: 148.0
  busiest_layer: "met1"
  grt_util_met2: 0.4389
  antenna_found_initial: 3
  overflow: 0
  grt_pass1_vias: 20525
  use_met1: 0.4630
  grt_max_degree: 65
die:
  die_h_um: 261.3
  rows: 94
  core-area_sq_um: 66100
  die_area_sq_um: 68280
  initial_core_util: 0.3052
  io_pins: 433
  dieWidth_um: 261.3
critical_path:
  crit_required_ns: 9.63
  critPathKind: "input pin to flop"
  cp_max_fo: 19
  max_stage_delay_ns: 0.81
  cpLargestDelayFamily: "simple AND/OR/NAND/NOR gates"
  crit_path_end_kind: "flop"
  slowest_stage: "clkdlybuf4s50_1"
  startpoint_type: "input pin"
  cp.buffers_inverters: 2
  crit_chain: "clkdlybuf4s50_1 -> nor4bb_4 -> nand2_1 -> buf_4 -> nor2_1 -> o2111ai_1 -> or4_1 -> or4_1 -> nor4_1 -> nor2_1 -> a21oi_1"
  arrival_ns: 6.21
clock_tree:
  cts.path.max_buffers: 2
  cts.clk_slew.worst_paths_ns: 0.08
  post_cts_resized: 0
  clock-root-buffer: "clkbuf_16"
  h-tree-depth: 4
  postCtsSetupBuffers: 0
  worstSkewPairLatency_ns: 0.51
  numCtsBuffers: 17
  ctsHoldBuffers: 0
  cts_tree: "done"
placed_design:
  place_area_sq_um: 24890
  gp_congestion: 1.105
  place.port_buffers: 419
  hpwlAfterDp_mm: 83.74
  pre_cts_ws_ns: 2.989
power:
  power.leakage_nw: 9.940
  p_per_area_nw_per_um2: 115.1
  irDropWorstVdd_v: 0.0001378
  total_power_mw: 2.932
job:
  tool_warnings: 99
  max-cap-violations: 0
hold_path:
  timing.hold.worst.class: "flop to flop"
[cells by family after synthesis]
family	synth area share
simple gates	0.2411
compound gates	0.2681
buf+inv	0.08138
flops	0.1767
fa+ha+maj	0.08138
latches	0.09519
xor+xnor	0.04603
mux	0.009676
other cells	0.0003723
[synthesized netlist by cell type (all sizes together), types with 15 or more instances]
master,instances
dlxtn,128
clkbuf,123
dfxtp,82
or3,22
nor4,74
o21ai,134
o211ai,33
a22oi,21
nor2b,99
nor3,59
inv,130
a31oi,86
nand3,42
ha,128
nor2,209
nand4,58
o22ai,30
nand2b,15
a221oi,22
a21o,26
o21bai,24
mux2i,15
a211oi,27
xnor2,97
nand2,316
edfxtp,64
a21oi,250
or2,15
or4,15
o31ai,42
and2,19
o221ai,25
buf,106
o21a,19
[worst reg2reg max path, stage by stage, from the launching register on]
cell and delay [ns]:
dfxtp_1 0.32, nand2_1 0.05, o2bb2ai_1 0.14, nor3_1 0.27
xnor2_1 0.16, o41ai_1 0.11, nor4b_1 0.61, or2_1 0.18
[state kept, by name, indices dropped and copies added (netlist names)]
signal / count
e_dstE: 3
call2.aluB: 64
call1.aluA: 64
e_valE: 63
M: 76
cc: 3
cnd: 1
[final timing paths]
| kind | from | endpoint | slack [ns] | depth (start not counted) |
|---|---|---|---|---|
| max | E[214] | cc[0] | 3.43 | 11 |
| min | cnd | M[136] | 0.47 | 2 |
| max reg2reg | cc[1] | e_dstE[2] | 7.31 | 7 |
| min reg2reg | cnd | M[136] | 0.47 | 2 |
[cell type report]
class | count | area (sq um)
Antenna cell | 1 | 2.502
Clock buffer | 17 | 425.4
Clock inverter | 15 | 162.7
Fill cell | 6858 | 40620
Inverter | 131 | 491.7
Multi-Input combinational cell | 2142 | 13350
Sequential cell | 274 | 5485
Tap cell | 864 | 1081
Timing Repair Buffer | 458 | 4477
[power breakdown]
part / switching, mW / internal (mW)
Combinational: 0.804 / 0.528
Clock: 0.374 / 0.362
Sequential: 0.0484 / 0.816
Total: 1.23 / 1.71
[metrics by stage]
stage / utilization / std cells / hold slack, ns
finish: 0.3855 / 3902 / 0.4682
global route: 0.3854 / 3901 / 0.4947
CTS: 0.3854 / 3901 / 0.4669
detailed placement: 0.3765 / 3869 / 0.4516
global placement: 0.3765 / 3869 / 0.4505
floorplan: - / 2776 / 0.4349
[routing by layer]
metal / share of wire / vias to the layer above
met4: 0.039 / 0
met3: 0.099 / 165
met1: 0.44 / 10730
li1: - / 10390
met5: 0 / -
met2: 0.42 / 1271
Power figures rest on the tool's default switching activity, not on a simulated workload.
